<file path="./constraint.sdc">
current_design debounce

set clk_period 1.0
set clk_io_pct 0.2

create_clock -name clk0 -period $clk_period [get_ports {clk}]

set non_clock_inputs [all_inputs -no_clocks]
set_input_delay [expr $clk_period * $clk_io_pct] -clock clk0 $non_clock_inputs
set_output_delay [expr $clk_period * $clk_io_pct] -clock clk0 [all_outputs]
</file>
<file path="./run.sh">
#!/bin/bash
# OpenROAD 26Q1-2900-gdf79404cd8, Yosys 0.63+post, stock flow scripts
make -C /OpenROAD-flow-scripts/flow DESIGN_CONFIG=/design/flow/config.mk WORK_HOME=/design/flow/orfs finish
</file>
<file path="./design.v">
module debounce(
    input logic clk,
    input logic reset,
    input logic switch_in,
    output logic switch_out
);
    reg [9:0] debounce_reg = 10'd0;
    always_ff @(posedge clk or posedge reset) begin
        if (reset)
            debounce_reg <= 10'd0;
        else
            debounce_reg <= {debounce_reg[8:0], switch_in};
    end
    assign switch_out = (&debounce_reg);  
endmodule
</file>
<file path="./config.mk">
export PLATFORM = sky130hd
export DESIGN_NAME = debounce
export DESIGN_NICKNAME = debounce
export VERILOG_FILES = /design/flow/design.v
export SDC_FILE = /design/flow/constraint.sdc
export NUM_CORES = 4
export LEC_CHECK = 1
export CORE_AREA = 10 10 70 70
export DIE_AREA = 0 0 80 80
</file>
==> out/qor.tcl <==
set qor(post_synth_edffs) 0
set qor(final.setup.worst_slack_ns) -0.170
set qor(grt_pass1_vias) 169
set qor(ys_seq_elements) 10
set qor(flip_flop_count_of_the_largest_register_after_layout) 10
set qor(critPathKind) {flop to primary output}
set qor(cp.required_ns) 0.80
set qor(area_leaders) {dfrtp_1 89%, nand4_1 4.5%, nor3_2 3.6%, inv_1 1.3%, nand2_1 1.3%}
set qor(dp.cells) 65
set qor(fmax_mhz) 854
set qor(drt.antenna.violating_nets) 0
set qor(worstReg2RegStart) {debounce_reg[3]}
set qor(netlist.area_leader.share_pct) 89.3
set qor(drt_wl_total_um) 416
set qor(io_pins) 4
set qor(setup_repair_after_global_routing_missed_its_margin) {true}
set qor(finalHoldViolations) 0
set qor(overflow_left_after_global_routing) 0
set qor(yosysMostFrequentCell) {dfrtp_1}
set qor(first_iter_violations) 6
set qor(power.static_leakage_nw) 0.167
set qor(max_slew_margin_pct) 77.0
set qor(clkTransAtPathRegs_ns) 0.06
set qor(dpl-instance-area_sq_um) 375
set qor(post-synth-top-area-cell) {dfrtp_1}
set qor(grt_antenna_before_repair) 0
set qor(largest_net_degree_at_the_start_of_global_routing) 11
set qor(drt-vias-per-instance) 2.10
set qor(worst_clock_skew_ns) 0.00555
set qor(clock-sinks) 10
set qor(layout.filler_cells) 389
set qor(rrSetupSlack_ns) 0.38
set qor(final_min_period_over_clock_period_pct) 117
set qor(number_of_instances_in_the_synthesized_netlist) 15
set qor(postSynthAreaPerCell_sq_um) 18.7
set qor(wl_per_cell_um) 5.94
set qor(route.antenna.diode_count) 0
set qor(worstSetupPathDepth) 3
set qor(crit_family) {flip-flops}
set qor(worst_setup_path_start_kind) {flop}
set qor(ir_drop_uv) 656
set qor(warnings) 27
set qor(holdCritPathClass) {primary input to asynchronous set/reset pin}
set qor(critPathMaxStageDelay_ns) 0.36
set qor(cts_htree_levels) 1
set qor(yosys_warnings) 1
set qor(most_used_flip_flop_cell_after_synthesis) {dfrtp_1}
set qor(crit_end) {switch_out}
set qor(synth_cell_type_count) 5
set qor(wire_length_of_the_first_global_routing_pass_um) 724
set qor(layout.cells.non_filler) 70
set qor(cts_tree) {yes}
set qor(chip_area_sq_um) 6400
set qor(fin_total_pwr_mw) 0.714
set qor(drv_cap) 0
set qor(cp_arrival_ns) 0.97
set qor(fin_tns_setup_ns) -0.170
set qor(hold_slack_ns) 0.220
set qor(max-clock-path-buffers) 2
set qor(finalSetupViolCount) 1
set qor(drt-pass1-iter-count) 2
set qor(postSynthSeqShare_pct) 89.3
set qor(mappedNetlistArea_sq_um) 280
set qor(path_buffers) 1
set qor(globalplace.congestion) 0.677
set qor(r2r.worst_path.cells) 1
set qor(timing.rr.end) {debounce_reg[4]}
set qor(yosys_area_sq_um) 280
set qor(port-buffer-count) 3
set qor(timing_max_transition_violations_final) 0
set qor(crit_chain) {nand2_1 -> nor3_2 -> buf_2}
set qor(die_w_um) 80
set qor(floorplan.die.height_um) 80
set qor(core_area_sq_um) 3420
set qor(route.detailed.drc) 0
set qor(critical_path.endpoint_type) {primary output}
set qor(initCoreUtil_pct) 8.21
set qor(failed_checks) {setup timing}
set qor(most_used_standard_cells_in_the_synthesized_netlist) {10 x dfrtp_1, 2 x nand4_1, 1 x inv_1, 1 x nand2_1, 1 x nor3_2}
set qor(async_flop_share_pct) 100
set qor(fin_crit_ns) 1.17
set qor(worstMarginPinSlew_ns) 0.345
set qor(synth.yosys.num_cells) 15
set qor(pre_cts_slack_ns) -0.294
set qor(vias) 147
set qor(cellPowerDensity_nw_per_um2) 1750
set qor(utilization_pct) 11.9
set qor(core.rowCount) 21
set qor(design_area_sq_um) 408
set qor(overall_track_demand_over_capacity_in_global_routing_pct) 1.49
set qor(outcome) {complete, but fails checks}
set qor(cpMaxStageDelayCell) {dfrtp_1}
set qor(cts.root.buffer_cell) {clkbuf_4}
set qor(numCtsBuffers) 3
set qor(drive_gt1_share_pct) 33.3
set qor(worstSkewPairLatency_ns) 0.25
set qor(critPathLaunch) {debounce_reg[3]}
set qor(layout-area-overhead-vs-synth_pct) 45.5
set qor(crit_fanout) 2
## routing by layer
metal	vias to the layer above	share of wire, %	track usage, %
li1	70	-	-
met1	71	56	1.97
met2	6	30	1.52
met3	0	14	1.70
met4	0	0	0.176
met5	-	0	0
## cell usage in the layout (no fill, tap or decap)
cell type / instances
clkbuf_4: 3
inv_1: 1
dfrtp_1: 10
buf_4: 3
nand2_1: 1
nand4_1: 2
nor3_2: 1
buf_2: 1
clkdlybuf4s50_1: 2
## final cells by class
cell class              count  area [sq um]  area share [%]
flip-flops and latches     10           250            61.3
well taps                  46          57.6            14.1
repair buffers              6          47.5            11.7
multi-input cells           4          26.3            6.44
clock buffers               3          22.5            5.52
inverters                   1          3.75           0.920
## how the worst min path moves through the flow
stage	from	to	slack [ns]	cells after the start
finish	reset	debounce_reg[2]	0.22	2
global route	reset	debounce_reg[7]	0.25	2
CTS	reset	debounce_reg[2]	0.23	2
## where the power goes
| group | internal (mW) | switching [mW] | total (mW) |
|---|---|---|---|
| clock | 0.138 | 0.114 | 0.251 |
| sequential | 0.425 | 0.0102 | 0.436 |
| combinational | 0.0154 | 0.0116 | 0.0270 |
## timing repair
item	CTS	global route
setup endpoints to repair	1	1
setup buffers	2	0
gates resized	3	0
hold buffers	0	0
pin swaps	2	2
## kinds of logic (layout without fill, tap and decap cells)
family / after synthesis / after routing / synth area share (%)
flip-flops: 10 / 10 / 89.3
AND/OR/NAND/NOR: 4 / 4 / 9.37
buffers and inverters: 1 / 10 / 1.34
Power and IR drop assume default switching activity.
