File: design/flow/design.v
module clock_divider(
    input logic clk_in,
    input logic reset,
    output logic clk_out
);
    reg [31:0] counter = 32'd0;
    always_ff @(posedge clk_in or posedge reset) begin
        if (reset)
            counter <= 32'd0;
        else
            counter <= counter + 1'b1;
    end
    assign clk_out = counter[31];  
endmodule
File: design/flow/run.sh
#!/bin/bash
# OpenROAD 26Q1-2900-gdf79404cd8, Yosys 0.63+post, stock flow scripts
make -C /OpenROAD-flow-scripts/flow DESIGN_CONFIG=/design/flow/config.mk WORK_HOME=/design/flow/orfs finish
File: design/flow/config.mk
export PLATFORM = sky130hd
export DESIGN_NAME = clock_divider
export DESIGN_NICKNAME = clock_divider
export VERILOG_FILES = /design/flow/design.v
export SDC_FILE = /design/flow/constraint.sdc
export NUM_CORES = 4
export LEC_CHECK = 1
export CORE_AREA = 10 10 101 101
export DIE_AREA = 0 0 111 111
File: design/flow/constraint.sdc
current_design clock_divider

set clk_period 7.3
set clk_io_pct 0.2

create_clock -name clk0 -period $clk_period [get_ports {clk_in}]

set non_clock_inputs [all_inputs -no_clocks]
set_input_delay [expr $clk_period * $clk_io_pct] -clock clk0 $non_clock_inputs
set_output_delay [expr $clk_period * $clk_io_pct] -clock clk0 [all_outputs]
==> metrics.txt <==
# HELP chip_impl_metric Implementation results
# TYPE chip_impl_metric gauge
chip_impl_info{name="run_status",value="finished clean"} 1
chip_impl_metric{name="leakagePower",unit="uW"} 0.000779
chip_impl_metric{name="die.size.x",unit="um"} 111
chip_impl_info{name="worstHoldPathType",value="reg2reg"} 1
chip_impl_metric{name="avg_cell_area_syn",unit="um^2"} 11.5
chip_impl_info{name="worst_path_dominant_cell_family",value="buffers and inverters"} 1
chip_impl_metric{name="critPathArrivalTime",unit="ps"} 1090
chip_impl_metric{name="pwr-share-comb",unit="%"} 1.3
chip_impl_metric{name="design.die.area",unit="um^2"} 12300
chip_impl_metric{name="final_max_slew_viol_count",unit=""} 0
chip_impl_metric{name="worst_setup_hold_path_clk_slew",unit="ps"} 60
chip_impl_metric{name="drv.max_cap_violation_count",unit=""} 0
chip_impl_metric{name="fp_util",unit="%"} 18.3
chip_impl_metric{name="io-pin-count",unit=""} 3
chip_impl_info{name="cts_root_buffer",value="sky130_fd_sc_hd__clkbuf_8"} 1
chip_impl_metric{name="post_layout_nonfiller_instances",unit=""} 241
chip_impl_metric{name="enable_flop_cells",unit=""} 0
chip_impl_metric{name="synth_stat.cells",unit=""} 129
chip_impl_info{name="ys_top_cells_by_count",value="32 x sky130_fd_sc_hd__dfrtp_1, 19 x sky130_fd_sc_hd__xor2_1, 11 x sky130_fd_sc_hd__xnor2_1"} 1
chip_impl_metric{name="clkPwrFrac",unit="%"} 43.1
chip_impl_info{name="ys_top_cells_by_area",value="sky130_fd_sc_hd__dfrtp_1 54%, sky130_fd_sc_hd__xor2_1 11%, sky130_fd_sc_hd__xnor2_1 6.5%, sky130_fd_sc_hd__nand3_1 3.4%, sky130_fd_sc_hd__nor4_2 3.4%"} 1
chip_impl_metric{name="wl_met3",unit="um"} 119
chip_impl_metric{name="groute.usage.overall",unit="%"} 4.10
chip_impl_info{name="biggestRegsByFlops",value="counter x32"} 1
chip_impl_info{name="path_cells",value="clkdlybuf4s50_1"} 1
chip_impl_metric{name="worst_slew_pin_slew",unit="ps"} 510
chip_impl_metric{name="setup_viol",unit=""} 0
chip_impl_metric{name="synth_flop_count",unit=""} 32
chip_impl_metric{name="ys_seq_share",unit="%"} 53.8
chip_impl_info{name="timing.setup.critical_path_class",value="reg2out"} 1
chip_impl_metric{name="yosysWarnings",unit=""} 1
chip_impl_metric{name="pre_cts_slack",unit="ps"} 5030
chip_impl_metric{name="final_layout_size_suffix_gt1_share",unit="%"} 12.5
chip_impl_info{name="crit_path_end_kind",value="output port"} 1
chip_impl_info{name="rsz_0062_raised_after_global_routing",value="no"} 1
chip_impl_metric{name="ctsHtreeMaxLevel",unit=""} 2
chip_impl_metric{name="irDropWorstVdd",unit="mV"} 0.0596
chip_impl_metric{name="port-buffer-count",unit=""} 2
chip_impl_info{name="synthMostInstantiatedCell",value="sky130_fd_sc_hd__dfrtp_1"} 1
chip_impl_metric{name="p_sw_share",unit="%"} 20.6
chip_impl_metric{name="tns",unit="ps"} 0
chip_impl_metric{name="wl_per_cell",unit="um"} 9.80
chip_impl_metric{name="clock_sink_count",unit=""} 32
chip_impl_info{name="ys_dominant_reg_cell",value="sky130_fd_sc_hd__dfrtp_1"} 1
chip_impl_metric{name="finalClockPeriodUsage",unit="%"} 35.0
chip_impl_metric{name="first_global_vias",unit=""} 933
chip_impl_info{name="critical_path.startpoint_type",value="register"} 1
chip_impl_metric{name="layout-area-overhead-vs-synth",unit="%"} 15.4
chip_impl_metric{name="finalWorstSetupSlack",unit="ps"} 4750
chip_impl_metric{name="fillCellCount",unit=""} 834
chip_impl_metric{name="dieHeight",unit="um"} 111
chip_impl_metric{name="p_int",unit="uW"} 253
chip_impl_metric{name="sequential_cell_area",unit="um^2"} 801
chip_impl_metric{name="clk_path_buf_depth",unit=""} 2
chip_impl_metric{name="wl_met2",unit="um"} 920
chip_impl_metric{name="fmaxAchievable",unit="MHz"} 392
chip_impl_info{name="critical-path-slowest-cell",value="sky130_fd_sc_hd__clkdlybuf4s50_1"} 1
chip_impl_metric{name="fin_worst_skew",unit="ps"} 8.88
chip_impl_metric{name="clk_latency",unit="ps"} 280
chip_impl_metric{name="path_max_fanout",unit=""} 2
chip_impl_metric{name="netlist-cell-type-count",unit=""} 21
chip_impl_metric{name="post_cts_resized",unit=""} 0
chip_impl_metric{name="placeableCoreArea",unit="um^2"} 8130
chip_impl_metric{name="antenna_left",unit=""} 0
chip_impl_metric{name="timing.critical_path.slowest_cell_delay",unit="ps"} 460
chip_impl_info{name="tritoncts_clock_tree",value="done"} 1
chip_impl_metric{name="dp_cells",unit=""} 233
chip_impl_metric{name="yosysTopAreaCellShare",unit="%"} 53.8
chip_impl_metric{name="asyncSetResetFlopFracSynth",unit="%"} 100
chip_impl_metric{name="cts_hold_buffers",unit=""} 0
chip_impl_metric{name="syn-cell-area",unit="um^2"} 1490
chip_impl_metric{name="global_route.overflow_total",unit=""} 0
chip_impl_metric{name="cts_buffers",unit=""} 5
chip_impl_info{name="largest_register",value="counter"} 1
chip_impl_metric{name="cp.buffers_inverters",unit=""} 1
chip_impl_metric{name="syn_inst",unit=""} 129
chip_impl_metric{name="share_seq_of_total_power",unit="%"} 55.6
chip_impl_metric{name="grt_antenna_before_repair",unit=""} 0
chip_impl_metric{name="largest_register_ff_count",unit=""} 32
chip_impl_metric{name="routed_wl",unit="mm"} 2.36
chip_impl_metric{name="utilization",unit="%"} 21.1
chip_impl_metric{name="gp_weighted_congestion",unit=""} 0.679
chip_impl_metric{name="antenna_cells_inserted",unit=""} 0
chip_impl_metric{name="total_switching_power",unit="uW"} 65.6
chip_impl_metric{name="detailedPlacementHpwl",unit="mm"} 1.58
chip_impl_metric{name="drt-met1-wl",unit="mm"} 1.27
chip_impl_metric{name="vias",unit=""} 927
chip_impl_metric{name="grt_first_pass_wirelength",unit="mm"} 4.36
chip_impl_metric{name="slew-limit-headroom",unit="%"} 65.9
chip_impl_metric{name="cts_setup_buffers",unit=""} 0
chip_impl_metric{name="combGateArea",unit="um^2"} 647
chip_impl_metric{name="p_per_area",unit="nW/um^2"} 186
chip_impl_metric{name="stage_log_warnings",unit=""} 25
chip_impl_metric{name="largest_net_degree_at_the_start_of_global_routing",unit=""} 33
chip_impl_metric{name="synth_chip_area",unit="um^2"} 1490
chip_impl_info{name="top_layer",value="met4"} 1
chip_impl_metric{name="via_per_inst",unit=""} 3.85
chip_impl_metric{name="placementRows",unit=""} 33
chip_impl_metric{name="drt_first_pass_iters",unit=""} 4
chip_impl_metric{name="fin_crit",unit="ps"} 2550
chip_impl_metric{name="detail_route.drc_violations",unit=""} 0
chip_impl_metric{name="first_iter_violations",unit=""} 61
chip_impl_info{name="synth.largest_area_cell",value="sky130_fd_sc_hd__dfrtp_1"} 1
chip_impl_metric{name="cp.required",unit="ps"} 5840
chip_impl_metric{name="finalHoldViolCount",unit=""} 0
-- kinds of logic (layout without fill, tap and decap cells) --
| logic type | after synthesis | count (layout) | share of synthesized area (%) |
|---|---|---|---|
| AND/OR/NAND/NOR | 57 | 57 | 25.0 |
| flip-flops | 32 | 32 | 53.8 |
| XOR/XNOR | 30 | 30 | 17.6 |
| buffers and inverters | 9 | 16 | 2.77 |
| adder cells (fa/ha/maj) | 1 | 1 | 0.840 |
-- metal layers --
| metal | GRT usage [%] | vias up |
|---|---|---|
| li1 | - | 462 |
| met3 | 2.03 | 5 |
| met5 | 0 | - |
| met4 | 0.781 | 0 |
| met2 | 5.50 | 13 |
| met1 | 5.80 | 447 |
-- power groups by stage --
stage         clock, uW  sequential [uW]  combinational, uW
CTS                 142              177               4.55
global route        152              177               5.05
finish              137              177               4.24
-- final timing paths --
kind,start,endpoint,slack (ps),cells past startpoint
min,counter[31],counter[31],460,1
max reg2reg,counter[0],counter[26],5550,5
min in group asynchronous,reset,counter[24],1560,3
max in group asynchronous,reset,counter[11],5440,3
min reg2reg,counter[31],counter[31],460,1
max,counter[31],clk_out,4750,1
-- worst register-to-register path, delay by kind of cell (launching register included) --
| family | cells | cell delay, ps |
|---|---|---|
| adders and majority gates | 1 | 250 |
| xor gates and xnor gates | 1 | 180 |
| and+or+nand+nor | 3 | 850 |
| DFF | 1 | 410 |
-- cell usage in the layout, fill, tap and decap left out, drive strengths merged --
master         count
xor2              19
dfrtp             32
xnor2             11
nor2b              1
nand4              4
nor3b              1
nor4              10
nor2               4
clkdlybuf4s50      2
ha                 1
clkinv             2
inv                5
buf                1
nand2             10
nor3               4
and3               5
and4               5
clkbuf             6
nand3             13
-- through the flow --
stage / cell area, um^2 / total power (uW) / hold slack, ps
floorplan: 1490 / 183 / 420
global placement: 1630 / 185 / 452
CTS: 1720 / 324 / 468
finish: 1720 / 319 / 463
detailed placement: 1630 / 185 / 452
global route: 1720 / 334 / 485
-- layout make-up --
class                           instances  share of cell area (%)
Clock buffer                            6                    4.81
Clock inverter                          2                   0.583
Inverter                                5                    1.09
Multi-Input combinational cell         88                    37.7
Sequential cell                        32                    46.6
Tap cell                              105                    7.65
Timing Repair Buffer                    3                    1.60
No activity file was given, so power comes from the tool's default toggle rates.
