===== flow/config.mk =====
export PLATFORM = sky130hd
export DESIGN_NAME = memory_module
export DESIGN_NICKNAME = memory_module
export VERILOG_FILES = /design/flow/design.v
export SDC_FILE = /design/flow/constraint.sdc
export NUM_CORES = 4
export LEC_CHECK = 1
export CORE_UTILIZATION = 50
export SYNTH_MEMORY_MAX_BITS = 65536

===== flow/constraint.sdc =====
current_design memory_module

set clk_period 57.0
set clk_io_pct 0.2

create_clock -name clk0 -period $clk_period [get_ports {clk}]

set non_clock_inputs [all_inputs -no_clocks]
set_input_delay [expr $clk_period * $clk_io_pct] -clock clk0 $non_clock_inputs
set_output_delay [expr $clk_period * $clk_io_pct] -clock clk0 [all_outputs]

===== flow/design.v =====
module memory_module #(
    parameter DATA_WIDTH = 8,
    parameter ADDR_WIDTH = 10
)(
    input logic clk,
    input logic we,  
    input logic [ADDR_WIDTH-1:0] addr,
    input logic [DATA_WIDTH-1:0] data_in,
    output logic [DATA_WIDTH-1:0] data_out
);
    reg [DATA_WIDTH-1:0] mem_array [(2**ADDR_WIDTH)-1:0];
    always_ff @(posedge clk) begin
        if (we)
            mem_array[addr] <= data_in;
    end
    assign data_out = mem_array[addr];
endmodule

===== flow/run.sh =====
#!/bin/bash
# OpenROAD 26Q1-2900-gdf79404cd8, Yosys 0.63+post, stock flow scripts
make -C /OpenROAD-flow-scripts/flow DESIGN_CONFIG=/design/flow/config.mk WORK_HOME=/design/flow/orfs finish

==> impl_metrics.tcl <==
# flow metrics
set metrics [dict create \
    outcome "complete, no violations" \
    fin_util_pct 56.4 \
    fmaxAchievable_ghz 0.0313 \
    fin_tns_setup_ns 0 \
    cp_slowest_cell "nor4_1" \
    cts_tree "yes" \
    p_clk_share_pct 41.4 \
    max-cap-violations 0 \
    intPower_w 0.00962 \
    ys_cells 16656 \
    p_leak_nw 116 \
    clk_pin_slew_worst_paths_ns 0.06 \
    avgSynthCellArea_um2 19.0 \
    regMostFlops "mem_array" \
    synth_top_flop_cell "edfxtp_1" \
    cp_top_family "buffers and inverters" \
    cp.required_ns 45.60 \
    place_congestion 0.905 \
    p_per_area_mw_per_mm2 34.6 \
    cts_buffer_depth 4 \
    drive_gt1_share_pct 15.7 \
    vdd_drop_max_v 0.0000385 \
    antenna_found_initial 57 \
    root_buffer "clkbuf_16" \
    final.period_utilization_pct 56.0 \
    grt_usage_pct 31.5 \
    regArea_mm2 0.246 \
    slowest_delay_ns 0.90 \
    grt_pass1_wl_um 1260000 \
    die_w_um 797 \
    postCtsHoldBufs 0 \
    p_comb_share_pct 4.5 \
    critical_path_arrival_ns 20.52 \
    ctsHtreeMaxLevel 6 \
    n_fill_cell 46183 \
    cts_resized 0 \
    hold_violations 0 \
    largest_reg_flops 8192 \
    overflow 0 \
    grt_setup_unrepaired "false" \
    detail_route.wl_per_cell_um 33.7 \
    yosysUniqueCellTypes 58 \
    lay_top_cells "edfxtp_1, mux2i_1, nor2_1" \
    grt_max_degree 123 \
    slew_headroom_pct 7.76 \
    worstMarginPinSlew_ns 1.38 \
    die.size.y_um 797 \
    p_switching_w 0.00264 \
    end_kind "primary output" \
    coreArea_mm2 0.629 \
    drt_iter0_markers 11006 \
    worstPathMaxFanout 63 \
    async_flop_share_pct 0 \
    warning_count 74 \
    area_growth_syn_to_layout_pct 12.2 \
    vias 161182 \
    power_frac_seq_pct 54.1 \
    postSynthSeqShare_pct 77.8 \
    synth_area_mm2 0.316 \
    via_per_inst 6.10 \
    path_class "input pin to primary output" \
    synth-edff-count 8192 \
    io_buffers 27 \
    ys_warn_count 1 \
    largestRegisters "mem_array x8192" \
    die_area_mm2 0.635 \
    ys_area_mm2 0.316 \
    final.min_clock_period_ns 31.92 \
    ys.flops 8192 \
    hpwl_um 551000 \
    crit_chain "buf_16 -> buf_4 -> buf_4 -> buf_4 -> buf_4 -> buf_4 -> buf_4 -> buf_4 -> buf_4 -> mux2i_1 -> o22ai_1 -> nor4_1 -> buf_4 -> a31oi_1 -> buf_4 -> a31oi_1 -> nand4_1 -> clkdlybuf4s50_1" \
    dr.pass1.iters 7 \
    row_count 291 \
    fp-utilization_pct 50.3 \
    logic_area_mm2 0.0656 \
    cts.sink_count 8192 \
    grt_pass1_vias 169469 \
    post-cts-setup-buffer-count 0 \
    hp-class "input pin to register" \
    switching_share_pct 21.6 \
    drc_errors 0 \
    ant_nets 0 \
    drt_wl_total_um 890000 \
    path_buffers 12 \
    startpoint_type "input pin" \
    synthCells 16656 \
    drv_slew 0 \
    setup_viol 0 \
    critPathMostFrequentCell "buf_4" \
    lay_top_count "edfxtp_1" \
    ios 28 \
    cts_buffers 813 \
]
==> area by class of cell <==
class	instances	area share (%)
Antenna cell	111	0.0784
Clock buffer	1012	6.00
Clock inverter	482	1.10
Inverter	3	0.00600
Multi-Input combinational cell	7381	18.5
Sequential cell	8192	69.4
Tap cell	8350	2.95
Timing Repair Buffer	871	1.97
==> path summary, 6_finish.rpt <==
| check | cells past startpoint | start | to | slack [ns] |
|---|---|---|---|---|
| max | 18 | addr[1] | data_out[1] | 25.08 |
| min | 1 | data_in[7] | mem_array[284][7]$_DFFE_PP_ | 10.69 |
==> routing by layer <==
layer	GRT usage [%]	vias to the layer above	wire [µm]
met5	1.94	-	2210
met4	10.7	117	39900
met3	24.0	1662	158000
met2	43.0	8848	403000
met1	41.6	81415	286000
li1	-	69140	-
==> metrics by stage <==
stage	hold slack [ns]	instance area [µm²]	setup WS [ns]	total power (W)	cells
2_1_floorplan	11.50	316000	31.75	0.00703	16656
3_3_place_gp	11.87	329000	25.23	0.00731	24797
3_5_place_dp	11.89	329000	25.16	0.00731	24797
4_1_cts	10.64	354000	25.11	0.0123	26291
5_1_grt	10.68	354000	24.58	0.0126	26347
6_report	10.69	355000	25.08	0.0123	26402
==> synth_stat cells, types with 124 or more instances <==
master | count | area (µm²)
o21ai_0 | 127 | 636
buf_4 | 124 | 931
nor4_1 | 195 | 1220
buf_2 | 444 | 2220
mux2i_1 | 2684 | 26900
nand2_1 | 231 | 867
mux4_2 | 748 | 16800
edfxtp_1 | 8192 | 246000
clkbuf_1 | 459 | 1720
nor2_1 | 1384 | 5190
nor3_1 | 174 | 871
a22oi_1 | 145 | 1090
o22ai_1 | 1098 | 6870
==> cells by family after synthesis <==
family	after synthesis	synth area share [%]
buffers and inverters	1083	1.62
and+or+nand+nor	2117	2.87
AOI/OAI and AO/OA	1817	3.79
muxes	3447	13.9
DFF	8192	77.8
==> power by group through the flow <==
stage / Sequential (W) / Combinational, W / Clock, W
6_report: 0.00663 / 0.000555 / 0.00508
5_1_grt: 0.00663 / 0.000587 / 0.00538
4_1_cts: 0.00663 / 0.000556 / 0.00515
Power and IR drop assume default switching activity.
